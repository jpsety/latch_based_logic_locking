==> design/flow/design.v <==
module adder(
	input clk,
	input [5:0] a_in,
	input [5:0] b_in,
	output logic [5:0] y_out
);
logic [5:0] a, b, c, y;
always @(posedge clk) begin
	a <= a_in;
	b <= b_in;
	c <= a+b;
	y <= c+b;
end
assign y_out = y;
endmodule
==> design/flow/run.sh <==
#!/bin/bash
# OpenROAD 26Q1-2900-gdf79404cd8, Yosys 0.63+post, stock flow scripts
make -C /OpenROAD-flow-scripts/flow DESIGN_CONFIG=/design/flow/config.mk WORK_HOME=/design/flow/orfs finish
==> design/flow/config.mk <==
export PLATFORM = sky130hd
export DESIGN_NAME = adder
export DESIGN_NICKNAME = adder
export VERILOG_FILES = /design/flow/design.v
export SDC_FILE = /design/flow/constraint.sdc
export NUM_CORES = 4
export LEC_CHECK = 1
export CORE_AREA = 10 10 99 99
export DIE_AREA = 0 0 109 109
==> design/flow/constraint.sdc <==
current_design adder

set clk_period 1.7
set clk_io_pct 0.2

create_clock -name clk0 -period $clk_period [get_ports {clk}]

set non_clock_inputs [all_inputs -no_clocks]
set_input_delay [expr $clk_period * $clk_io_pct] -clock clk0 $non_clock_inputs
set_output_delay [expr $clk_period * $clk_io_pct] -clock clk0 [all_outputs]
==> impl_metrics.tcl <==
# implementation run metrics
set metrics [dict create \
    post-route-period-util_pct 91.1 \
    yosysCellCount 62 \
    cpMaxStageDelayCell "fa_1" \
    synth.distinct_cells 12 \
    gp_congestion 0.656 \
    core_sq_um 7730 \
    path_clk_slew_ns 0.09 \
    die_y_um 109 \
    dr.pass1.iters 2 \
    max_freq_mhz 646 \
    io_pins 19 \
    hold_viol_final 0 \
    layout_top_cells "dfxtp_1 (24), clkdlybuf4s50_1 (18), ha_1 (10)" \
    rsz0062_at_grt "no" \
    timing.setup.tns_ns 0 \
    fin_crit_ns 1.55 \
    path_cells "ha_1, fa_1, a21o_2, a21oi_1, xnor2_1" \
    cpLargestDelayFamily "adder cells" \
    ys.flops 24 \
    power.leakage_nw 0.485 \
    synth_area_leader_cell "dfxtp_1" \
    die_area_sq_um 11900 \
    synth_warnings 1 \
    crit_type "reg -> reg" \
    area_delta_synth_final_pct 44.5 \
    post-cts-setup-buffers 0 \
    slew_headroom_pct 83.8 \
    mostFrequentLayoutCell "dfxtp_1" \
    synthTopCellsByArea "dfxtp_1 (56%), ha_1 (15%), xnor2_1 (6.2%)" \
    top_cell_area_share_pct 56.4 \
    htreeDepth 1 \
    vias_per_cell 2.60 \
    grt_pass1_vias 504 \
    wl_per_cell_um 8.19 \
    max_slew.worst_pin.slew_ns 0.242 \
    rows 32 \
    grt.total_usage_pct 2.70 \
    cts-buffers-inserted 3 \
    io_buffers 18 \
    drv_slew 0 \
    critPathMaxStageDelay_ns 0.41 \
    grt_max_degree 15 \
    ys_area_sq_um 852 \
    die_w_um 109 \
    hold_class "reg -> reg" \
    tool_warnings 25 \
    critPathRequiredTime_ns 1.90 \
    ys_seq_share_pct 56.4 \
    path_buffers 0 \
    fin_worst_skew_ns 0.00360 \
    status "completed" \
    arrival_ns 1.75 \
    antenna_found_initial 0 \
    ir_drop_mv 0.276 \
    cts_buffer_depth 2 \
    drive_gt1_share_pct 10.7 \
    setup_viol 0 \
    crit_fanout 3 \
    cts_tree "built" \
    drv_cap 0 \
    finalInstanceArea_sq_um 1230 \
    power_density_nw_per_um2 1220 \
    drt_iter0_drc 14 \
    cts.sinks 24 \
    drc 0 \
    clock_latency_ns 0.27 \
    vias 483 \
    cts_hold_buf 0 \
    crit_path_end_kind "flip-flop" \
    initial_core_util_pct 11.0 \
    synth_area_per_cell_sq_um 13.7 \
    syn_area_sq_um 852 \
    ant_nets 0 \
    cts_root_buf "clkbuf_8" \
    antenna_cells 0 \
    crit_path_start_kind "flip-flop" \
    place_area_sq_um 1160 \
    nFillCells 854 \
    grt_remaining_overflow 0 \
    grt_pass1_wl_um 2480 \
    synthCells 62 \
    drt-total-wl_um 1520 \
    utilization_pct 15.9 \
    ctsResizeCount 0 \
]
-- per-layer routing --
layer,global-route usage (%),wire (um),vias up
met4,0.847,44,0
met3,1.19,101,4
met2,4.20,675,13
met5,0,0,-
met1,3.30,702,205
li1,-,-,261
-- worst reg2reg max path, stage by stage (launching register included) --
cell and delay [ns]:
dfxtp_1 0.32, ha_1 0.24, fa_1 0.41, a21o_2 0.22
a21oi_1 0.17, xnor2_1 0.12
-- final cells by class --
class | instances | area [sq um] | area share (%)
Tap cell | 102 | 128 | 10.4
Clock inverter | 1 | 30.0 | 2.44
Multi-Input combinational cell | 38 | 372 | 30.2
Sequential cell | 24 | 480 | 39.0
Timing Repair Buffer | 18 | 180 | 14.6
Clock buffer | 3 | 41.3 | 3.35
-- sequential cells by signal, summed over array words and instances, names as in the netlist --
signal	cells
a	6
b	6
c	6
y	6
-- cell families (layout without fill, tap and decap cells) --
| kind of cell | Yosys count | in the layout | synth area share [%] |
|---|---|---|---|
| fa+ha+maj | 12 | 12 | 19.4 |
| buf+inv | 0 | 22 | 0 |
| compound gates | 16 | 16 | 13.9 |
| flops | 24 | 24 | 56.4 |
| xor+xnor | 10 | 10 | 10.3 |
-- stage by stage --
step	cells	hold slack [ns]	worst slack, ns	total power [W]
2_1_floorplan	62	0.368	0.221	0.000855
3_3_place_gp	182	0.442	0.178	0.00103
3_5_place_dp	182	0.449	0.171	0.00103
4_1_cts	186	0.482	0.143	0.00154
5_1_grt	186	0.485	0.0428	0.00160
6_report	186	0.475	0.152	0.00151
-- power by group --
part / switching (W) / total (W) / internal (W) / leakage (nW)
clock: 0.000183 / 0.000498 / 0.000315 / 0.0357
sequential: 0.0000347 / 0.000695 / 0.000661 / 0.203
combinational: 0.000101 / 0.000314 / 0.000214 / 0.247
total: 0.000318 / 0.00151 / 0.00119 / 0.485
-- final timing paths --
path | start | end | slack (ns) | cells past startpoint
setup reg to reg | b[0] | y[4] | 0.15 | 5
setup / recovery | b[0] | y[4] | 0.15 | 5
hold / removal | c[0] | y[0] | 0.48 | 1
hold reg to reg | c[0] | y[0] | 0.48 | 1
-- cell usage after synthesis (all sizes together) --
library cell / number
dfxtp: 24
o21bai: 2
fa: 2
ha: 10
a211oi: 2
xor2: 4
o21ai: 2
a21o: 4
a21oi: 6
xnor2: 6
Power figures rest on the tool's default switching activity, not on a simulated workload.
