--- flow/constraint.sdc ---
current_design cacode

set clk_period 4.9
set clk_io_pct 0.2

create_clock -name clk0 -period $clk_period [get_ports {clk}]

set non_clock_inputs [all_inputs -no_clocks]
set_input_delay [expr $clk_period * $clk_io_pct] -clock clk0 $non_clock_inputs
set_output_delay [expr $clk_period * $clk_io_pct] -clock clk0 [all_outputs]
--- flow/config.mk ---
export PLATFORM = sky130hd
export DESIGN_NAME = cacode
export DESIGN_NICKNAME = cacode
export VERILOG_FILES = /design/flow/design.v
export SDC_FILE = /design/flow/constraint.sdc
export NUM_CORES = 4
export LEC_CHECK = 1
export CORE_UTILIZATION = 30
--- flow/design.v ---
module cacode
  (
   input       clk,
   input       rst,
   input [5:0] prn_num,
   input       prn_changed,
   input       enb,
   output reg  chip_out
   );
reg [10:1] g1, g2;
reg chip;
always @ (posedge clk) begin
    if (rst)
        begin
            g1 <= 10'b1111111111;
            g2 <= 10'b1111111111;
        end else begin
            if (prn_changed) begin
               g1 <= 10'b1111111111;
               g2 <= 10'b1111111111;
            end else if (enb) begin
                g1[10:1] <= {g1[9:1], g1[3] ^ g1[10]};
                g2[10:1] <= {g2[9:1], g2[2] ^ g2[3] ^ g2[6] ^ g2[8] ^ g2[9] ^ g2[10]};
            end
        end  
    end  
always @(*)
    begin
        if(rst)
           chip <= 1'b0; 
        else
    begin
        case (prn_num)
            6'd1 :
                chip <= g1[10] ^ g2[2] ^ g2[6];
            6'd2 :
                chip <= g1[10] ^ g2[3] ^ g2[7];
            6'd3 :
                chip <= g1[10] ^ g2[4] ^ g2[8];
            6'd4 :
                chip <= g1[10] ^ g2[5] ^ g2[9];
            6'd5 :
                chip <= g1[10] ^ g2[1] ^ g2[9];
            6'd6 :
                chip <= g1[10] ^ g2[2] ^ g2[10];
            6'd7 :
                chip <= g1[10] ^ g2[1] ^ g2[8];
            6'd8 :
                chip <= g1[10] ^ g2[2] ^ g2[9];
            6'd9 :
                chip <= g1[10] ^ g2[3] ^ g2[10];
            6'd10:
                chip <= g1[10] ^ g2[2] ^ g2[3];
            6'd11:
                chip <= g1[10] ^ g2[3] ^ g2[4];
            6'd12:
                chip <= g1[10] ^ g2[5] ^ g2[6];
            6'd13:
                chip <= g1[10] ^ g2[6] ^ g2[7];
            6'd14:
                chip <= g1[10] ^ g2[7] ^ g2[8];
            6'd15:
                chip <= g1[10] ^ g2[8] ^ g2[9];
            6'd16:
                chip <= g1[10] ^ g2[9] ^ g2[10];
            6'd17:
                chip <= g1[10] ^ g2[1] ^ g2[4];
            6'd18:
                chip <= g1[10] ^ g2[2] ^ g2[5];
            6'd19:
                chip <= g1[10] ^ g2[3] ^ g2[6];
            6'd20:
                chip <= g1[10] ^ g2[4] ^ g2[7];
            6'd21:
                chip <= g1[10] ^ g2[5] ^ g2[8];
            6'd22:
                chip <= g1[10] ^ g2[6] ^ g2[9];
            6'd23:
                chip <= g1[10] ^ g2[1] ^ g2[3];
            6'd24:
                chip <= g1[10] ^ g2[4] ^ g2[6];
            6'd25:
                chip <= g1[10] ^ g2[5] ^ g2[7];
            6'd26:
                chip <= g1[10] ^ g2[6] ^ g2[8];
            6'd27:
                chip <= g1[10] ^ g2[7] ^ g2[9];
            6'd28:
                chip <= g1[10] ^ g2[8] ^ g2[10];
            6'd29:
                chip <= g1[10] ^ g2[1] ^ g2[6];
            6'd30:
                chip <= g1[10] ^ g2[2] ^ g2[7];
            6'd31:
                chip <= g1[10] ^ g2[3] ^ g2[8];
            6'd32:
                chip <= g1[10] ^ g2[4] ^ g2[9];
            6'd33:
                chip <= g1[10] ^ g2[5] ^ g2[10];
            6'd34:
                chip <= g1[10] ^ g2[4] ^ g2[10];
            6'd35:
                chip <= g1[10] ^ g2[1] ^ g2[7];
            6'd36:
                chip <= g1[10] ^ g2[2] ^ g2[8];
            6'd37:
                chip <= g1[10] ^ g2[4] ^ g2[10];
            default:
                chip <= 1'b0;   
        endcase
    end
end
always @ (posedge clk)
    begin
        if(rst)
            chip_out<= 1'b0;
        else
            chip_out <= chip;
    end
endmodule
--- flow/run.sh ---
#!/bin/bash
# OpenROAD 26Q1-2900-gdf79404cd8, Yosys 0.63+post, stock flow scripts
make -C /OpenROAD-flow-scripts/flow DESIGN_CONFIG=/design/flow/config.mk WORK_HOME=/design/flow/orfs finish
==> run notes <==
Implementation run completed; key figures follow.

STA:
- Measured against its own limit, the worst slew margin works out to 47.6%.
- The run gives the final worst-path setup slack as 1620 ps.
- The run gives the number of endpoints with negative hold slack in the final report as 0.
- The run gives the minimum clock period as 3280 ps.
- The run gives the fmax as 305 MHz.
- The run puts the fraction of the cycle the final worst path needs at 67.0%.
- Setup repair after global routing left no endpoint under its margin.
- The run gives the max-slew violation total from the final report as 0.
- Looking at the max-slew report, the worst-margin pin has a slew of 783 ps.
- For the final database, setup skew stands at 3.66 ps.
- In the final timing run, aggregate negative setup slack is 0 ps.
- The run gives the number of setup violations in the final report as 0.

Global routing:
- The initial antenna violation count was 0.
- The run gives the wire length of the first global-routing pass as 7620 um.
- The run gives the via count of the first global-routing pass as 1525.
- The run puts the maximum number of pins on one net before global-route repair at 25.
- The run gives the total global-route track usage as 14.7%.
- The run gives the residual overflow from global routing as 0.

CTS:
- The run gives the clock tree root buffer cell as clkbuf_8.
- The run gives the latest clock arrival within the worst-skew pair as 250 ps.
- The run gives the number of CTS-inserted buffers as 3.
- The run puts the clock edge transition at the registers on the reported setup and hold paths at 70 ps.
- The run puts the count of clock tree sinks at 21.
- Once the clock tree was built, the resizer swapped 0 gates to a different size.
- The run gives the H-tree depth as 1.
- The run gives the post-CTS setup-driven buffer insertion count as 0.
- TritonCTS built the clock tree.
- The run puts the count of hold buffers inserted by post-cts repair at 0.
- In this run the deepest clock path goes through 2 buffers.

Critical path:
- The run gives the type of element capturing the critical path as a flip-flop.
- The run gives the largest fanout on the critical path as 23.
- The run gives the data required time at the worst endpoint as 5030 ps.
- The run gives the critical path data arrival time as 3410 ps.
- The worst setup path is launched from an input pin.
- Listed in order, past its start point the critical path passes clkdlybuf4s50_1, buf_4, or3b_1, a211oi_2, nor3_2, xnor2_1, and3_1, nor4_1, a31oi_1.
- The worst setup path is of the input pin to flip-flop kind.
- The run gives the highest-delay cell along the critical path as clkdlybuf4s50_1.
- In this design, the largest share of critical-path delay is due to buffers and inverters.
- The longest incremental delay of any stage on the critical path is reported as 800 ps.
- The run gives the combined buffer and inverter count along the critical path as 2.

Yosys:
- The run gives the number of register bits inferred by synthesis as 21.
- The run puts the async set or reset register ratio after synthesis at 0%.
- The biggest area contributor in the post-synthesis netlist is dfxtp_1.
- The main area contributors are dfxtp_1 22%, mux2i_1 12%, xnor2_1 7.8%.
- The run gives the count of mapped cells out of synthesis as 236.
- Post-synth the commonest register cell is dfxtp_1.
- In the Yosys report the total cell count is 236.
- The gate-level netlist out of Yosys references 55 unique cell types.
- The run puts the number of warnings issued by yosys at 1.
- Yosys instantiated no cell more often than nand2_1.
- The run gives the share of the synthesized area in the top cell type as 22.0%.
- The run gives the post-synthesis instance area as 1910 um^2.
- Sorting the synthesized cells by how often they occur yields 33 x nand2_1, 22 x mux2i_1, 21 x dfxtp_1.
- The run gives the number of enable-type register cells in the synthesized netlist as 0.
- The run gives the synthesized chip area reported by yosys as 1910 um^2.
- The run gives the average cell area after synthesis as 8.09 um^2.
- For this run, the register share of the synthesized area comes to 22.0%.

Routing:
- The run puts the wire length per cell after detailed routing at 14.5 um.
- The run gives the vias after detailed routing as 1636.
- The run gives the count of antenna-violating nets left after detailed routing as 0.
- The run puts the DRC violations left at 0.
- The run gives the final routed wirelength across all metal layers as 4460 um.
- The run gives the detail-routed via count per cell as 5.33.
- The run gives the number of inserted diodes as 0.
- The run gives the first-pass detailed-route iteration total as 4.
- The run puts the violation count after the first detailed-route iteration at 95.

Pwr:
- Registers are responsible for 46.9% of the overall power.
- In this run, the clock network consumes 29.2% of the power.
- The run gives the switching power total as 0.105 mW.
- The run puts the power density of the placed cells at 181 nW/um^2.
- The run gives the combinational group share of total power as 23.8%.
- The run gives the switching fraction of total power as 28.2%.
- The run gives the internal power as 0.267 mW.
- The run puts the leakage power summed over all cells at 0.732 nW.
- The run puts the peak ir drop on the vdd network at 0.139 mV.

Job:
- The run gives the number of OpenROAD warnings as 25.
- The report counts max-capacitance violations totalling 0.

Floorplan:
- The run puts the die outline area at 6680 um^2.
- The run puts the x dimension of the die at 81.8 um.
- The run puts the number of primary I/O pins at 11.
- After floorplanning, the core was divided into 28 placement rows.
- The vertical die dimension reported for this design is 81.8 um.
- The run puts the floorplan utilization at 31.7%.
- The floorplan step defined a core boundary enclosing 6030 um^2.

Placed design:
- Once placement completed, the tool counted placed cells totaling 303.
- In this run the tool buffered the top-level ports with 10 buffer cells.
- After its last routability iteration, the placer logged a weighted congestion of 0.879.
- The run gives the half-perimeter wire length of the detailed placement result as 3150 um.
- The run puts the placed standard-cell area at 2010 um^2.
- The run puts the post-place setup slack at 1370 ps.

Status:
- The run finished with clean final reports.

Worst hold path:
- The run gives the kind of path behind the tightest hold check as flip-flop to flip-flop.

Layout:
- With fillers left out, the area of the finished cells amounts to 2050 um^2.
- The run puts the layout overhead on the synthesized area at 7.61%.
- The run puts the number of cells in the finished layout apart from fillers at 307.
- Fill cells in the final layout number 632.
- The run gives the fraction of layout cells with a size suffix above 1 as 10.8%.
placed cells by master (no fill, tap or decap), types with 4 or more instances in the layout:
| master | count |
|---|---|
| mux2i_1 | 22 |
| nand2b_1 | 4 |
| nand3_1 | 9 |
| dfxtp_1 | 21 |
| nor2_1 | 12 |
| nand2_1 | 33 |
| a211oi_1 | 4 |
| nor3_1 | 6 |
| a31oi_1 | 4 |
| o21ai_0 | 5 |
| xor2_1 | 10 |
| xnor2_1 | 17 |
| nand4b_1 | 4 |
| clkdlybuf4s50_1 | 10 |
| buf_4 | 7 |
| o22ai_1 | 5 |
| a21oi_1 | 4 |
worst paths after layout:
path	startpoint	slack [ps]	cells past startpoint	endpoint
hold reg to reg	g1[9]$_SDFFE_PP1P_	470	2	g1[10]$_SDFFE_PP1P_
setup / recovery	prn_num[2]	1620	9	chip_out$_SDFF_PP0_
hold / removal	g1[9]$_SDFFE_PP1P_	470	2	g1[10]$_SDFFE_PP1P_
setup reg to reg	g1[10]$_SDFFE_PP1P_	2820	7	chip_out$_SDFF_PP0_
state kept, by name (all words and copies together), names as in the netlist:
name,count
chip_out,1
g1,10
g2,10
area by class of cell:
class                   count  area (um^2)  share of cell area, %
repair buffers             17          153                   7.43
flip-flops and latches     21          420                   20.5
well taps                  75         93.8                   4.57
inverters                   4         15.0                  0.731
multi-input cells         186         1330                   64.5
clock buffers               3         41.3                   2.01
clock inverters             1         5.00                  0.244
power groups by stage:
stage | clock (mW) | combinational (mW) | sequential (mW)
4_1_cts | 0.112 | 0.0881 | 0.175
5_1_grt | 0.121 | 0.0974 | 0.175
6_report | 0.109 | 0.0887 | 0.175
logic make-up after synthesis:
logic type	Yosys count	synth area share [%]
and+or+nand+nor	92	27.0
buffers and inverters	29	8.52
xor gates and xnor gates	27	12.4
DFF	21	22.0
AOI/OAI and AO/OA	43	17.4
muxes	24	12.7
per-layer routing:
layer / up-vias / share of wire [%] / global-route usage (%) / wire [um]
met3: 9 / 4.7 / 1.58 / 211
met1: 749 / 50 / 22.6 / 2250
met5: - / 0 / 0 / 0
met2: 44 / 43 / 22.5 / 1920
li1: 834 / - / - / -
met4: 0 / 1.9 / 2.28 / 83
metrics by stage:
stage	utilization [%]	hold WS, ps	power, mW
after global placement	33.3	459	0.267
after global routing	34.1	493	0.394
after CTS	34.1	479	0.375
final	34.1	472	0.372
after floorplan	-	439	0.246
after detailed placement	33.3	459	0.267
worst reg2reg max path, cell delays in order (launching register included):
cell	delay [ps]
dfxtp_1	760
xor2_1	310
xnor2_1	150
o22ai_1	110
a21oi_2	100
o211ai_1	110
nor4_1	270
a31oi_1	140
Power and IR drop assume default switching activity.
