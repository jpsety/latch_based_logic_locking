==> ./config.mk <==
export PLATFORM = sky130hd
export DESIGN_NAME = pcode
export DESIGN_NICKNAME = pcode
export VERILOG_FILES = /design/flow/design.v
export SDC_FILE = /design/flow/constraint.sdc
export NUM_CORES = 4
export LEC_CHECK = 1
export CORE_UTILIZATION = 50
==> ./constraint.sdc <==
current_design pcode

set clk_period 11.7
set clk_io_pct 0.2

create_clock -name clk0 -period $clk_period [get_ports {clk}]

set non_clock_inputs [all_inputs -no_clocks]
set_input_delay [expr $clk_period * $clk_io_pct] -clock clk0 $non_clock_inputs
set_output_delay [expr $clk_period * $clk_io_pct] -clock clk0 [all_outputs]
==> ./design.v <==
module pcode(
           clk, reset, prn_changed, en, sat,
           preg, xn_cnt_speed, z_cnt_speed,
           ini_x1a, ini_x1b, ini_x2a, ini_x2b
       );
parameter SAT_WIDTH = 6;
parameter SREG_WIDTH = 37;
parameter XREG_WIDTH = 12;
input clk;
input reset;
input prn_changed;
input en;
input [ SAT_WIDTH-1:0] sat;
output wire preg;  
input [11:0] xn_cnt_speed;  
input [18:0] z_cnt_speed;  
input [11:0] ini_x1a; 
input [11:0] ini_x1b; 
input [11:0] ini_x2a; 
input [11:0] ini_x2b; 
wire rst = reset | prn_changed;
reg[XREG_WIDTH-1:0] x1a;
reg[XREG_WIDTH-1:0] x1b;
reg[XREG_WIDTH-1:0] x2a;
reg[XREG_WIDTH-1:0] x2b;
reg [SREG_WIDTH:0] sreg;  
wire x1a_rst, x1b_rst, x2a_rst, x2b_rst;
wire x1a_cnt_d, x1b_cnt_d, x2a_cnt_d, x2b_cnt_d, x_cnt_d, z_cnt_last, z_cnt_eow, x1a_cnt_last;
reg[XREG_WIDTH-1:0] x1a_cnt, x1b_cnt, x2a_cnt, x2b_cnt;
reg[SAT_WIDTH-1:0] x_cnt;
reg[18:0] z_cnt;
wire x1b_en, x2a_en, x2b_en;
reg x1b_en_r, x2a_en_r, x2b_en_r;
wire x1b_res, x2a_res, x2b_res;
wire x1b_halt, x2a_halt, x2b_halt;
assign x1b_res = x1a_cnt_d & x1a_rst;
assign x1b_halt= (x1b_cnt_d|x1a_cnt_last) & x1b_rst;
assign x2a_res =   (z_cnt_eow|x_cnt_d);  
assign x2a_halt= (z_cnt_eow|x2a_cnt_d|x1a_cnt_last) & x2a_rst;
assign x2b_res = x2a_res;
assign x2b_halt= (z_cnt_eow|x2b_cnt_d|x1a_cnt_last) & x2b_rst;
assign z_cnt_last = (z_cnt >= 19'd403200-z_cnt_speed);
assign z_cnt_eow = (z_cnt_last & x1b_res);
assign x1a_cnt_last = x1a_cnt_d & z_cnt_last;
assign x1b_en = x1b_en_r & !x1b_halt;
assign x2a_en = x2a_en_r & !x2a_halt;
assign x2b_en = x2b_en_r & !x2b_halt;
always @(posedge clk)
    begin
        if(rst)
            x1b_en_r<=1;
        else if(en) begin
            if(x1b_res)
                x1b_en_r<=1;
            else if(x1b_halt)
                x1b_en_r<=0;
        end
    end
always @(posedge clk)
    begin
        if(rst)
            x2a_en_r<=1;
        else if(en) begin
            if(x2a_res)
                x2a_en_r<=1;
            else if(x2a_halt)
                x2a_en_r<=0;
        end
    end
always @(posedge clk)
    begin
        if(rst)
            x2b_en_r<=1;
        else if(en) begin
            if(x2b_res)
                x2b_en_r<=1;
            else if(x2b_halt)
                x2b_en_r<=0;
        end
    end
assign x1a_rst = (x1a==12'b000100100100);  
assign x1b_rst = (x1b==12'b001010101010);  
assign x2a_rst = (x2a==12'b110010010010);  
assign x2b_rst = (x2b==12'b001010101010);  
assign x1a_cnt_d = (x1a_cnt>=12'd3750-xn_cnt_speed);  
assign x1b_cnt_d = (x1b_cnt>=12'd3749-xn_cnt_speed);
assign x2a_cnt_d = (x2a_cnt>=12'd3750-xn_cnt_speed);
assign x2b_cnt_d = (x2b_cnt>=12'd3749-xn_cnt_speed);
assign x_cnt_d   = (x_cnt  ==6'd37);
always @(posedge clk)
    begin
        if(rst)
            x1a_cnt  <=0;
        else if(en & x1a_rst) begin
            if (!x1a_cnt_d)
                x1a_cnt <= x1a_cnt+xn_cnt_speed;
            else
                x1a_cnt <= 12'd0;
        end
    end
always @(posedge clk)
    begin
        if(rst)
            x1b_cnt <=0;
        else if(en & x1b_rst & x1b_en_r) begin  
            if (!x1b_cnt_d & !x1a_cnt_last)
                x1b_cnt <= x1b_cnt+xn_cnt_speed;
            else
                x1b_cnt <= 12'd0;
        end
    end
always @(posedge clk)
    begin
        if(rst)
            x2a_cnt<=0;
        else if(en & x2a_rst & x2a_en_r) begin
            if (!x2a_cnt_d & !x1a_cnt_last)
                x2a_cnt <= x2a_cnt+xn_cnt_speed;
            else
                x2a_cnt <=12'd0;
        end
    end
always @(posedge clk)
    begin
        if(rst)
            x2b_cnt  <=0;
        else if(en & x2b_rst & x2b_en_r) begin
            if (!x2b_cnt_d & !x1a_cnt_last)
                x2b_cnt <= x2b_cnt+xn_cnt_speed;
            else
                x2b_cnt <=12'd0;
        end
    end
always @(posedge clk)
    begin
        if(rst)
            x_cnt<=0;
        else if(en & ((x2a_rst & x2a_cnt_d) | (x_cnt!=0))) begin
            if(x_cnt < 6'd37)
                x_cnt <= x_cnt+1;
            else
                x_cnt <= 6'd0;
        end
    end
always @(posedge clk)
    begin
        if(rst)
            z_cnt<=0;
        else if(en & x1b_res) begin
            if (!z_cnt_last)
                z_cnt <= z_cnt+z_cnt_speed;
            else
                z_cnt <=19'd0;
        end
    end
always @(posedge clk)
    begin
        if(rst|x1a_rst)
            x1a<=ini_x1a;
        else if(en)
            x1a<={x1a[XREG_WIDTH-2:0],x1a[5]^x1a[7]^x1a[10]^x1a[11]};
    end
always @(posedge clk)
    begin
        if(rst | (en & (x1b_res | (x1b_rst & x1b_en))))
            x1b<=ini_x1b;
        else if (en & x1b_en)
            x1b<={x1b[XREG_WIDTH-2:0],x1b[0]^x1b[1]^x1b[4]^x1b[7]^x1b[8]^x1b[9]^x1b[10]^x1b[11]};
    end
always @(posedge clk)
    begin
        if(rst | (en & (x2a_res | (x2a_rst & x2a_en))))
            x2a<=ini_x2a;
        else if (en & x2a_en)
            x2a<={x2a[XREG_WIDTH-2:0],x2a[0]^x2a[2]^x2a[3]^x2a[4]^x2a[6]^x2a[7]^x2a[8]^x2a[9]^x2a[10]^x2a[11]};
    end
always @(posedge clk)
    begin
        if (rst | (en & (x2b_res | (x2b_rst & x2b_en))))
            x2b<=ini_x2b;
        else if (en & x2b_en)
            x2b<={x2b[XREG_WIDTH-2:0],x2b[1]^x2b[2]^x2b[3]^x2b[7]^x2b[8]^x2b[11]};
    end
always @(posedge clk)
    begin
        if(rst)
            sreg<={SREG_WIDTH{1'b1}};
        else if(en)
            sreg<={sreg[SREG_WIDTH-1:0], (x2a[XREG_WIDTH-1]^x2b[XREG_WIDTH-1])};
    end
assign preg = (rst | (sat==0)) ? 1'b0 : (x1a[XREG_WIDTH-1]^x1b[XREG_WIDTH-1]) ^ sreg[sat-1]; 
endmodule
==> ./run.sh <==
#!/bin/bash
# OpenROAD 26Q1-2900-gdf79404cd8, Yosys 0.63+post, stock flow scripts
make -C /OpenROAD-flow-scripts/flow DESIGN_CONFIG=/design/flow/config.mk WORK_HOME=/design/flow/orfs finish
==> impl_metrics.json <==
{
  "flop_cell": "dfxtp_1",
  "clock_path_buffers": 2,
  "layout.area.comb_mm2": 0.00771,
  "wirelength_um": 26200,
  "vias": 9186,
  "edf_count": 48,
  "whs_ns": 0.459,
  "rsz0062_at_grt": "false",
  "grt_pass1_vias": 8830,
  "post_cts_buffers": 0,
  "worstReg2RegEnd": "x1b[11]$_DFFE_PP_",
  "synth_area_mm2": 0.0117,
  "row_count": 55,
  "min_path_cells": 2,
  "cts_htree_levels": 4,
  "syn2layout_area_growth_pct": 15.8,
  "antenna_cells": 0,
  "synth_seq_share": 0.317,
  "synthTopCellsByCount": "ha_1 (137), nand2_1 (117), dfxtp_1 (114), a21oi_1 (108), nor2_1 (83)",
  "hold_viol": 0,
  "worstMarginPinSlew_ns": 0.870,
  "crit_chain": "clkdlybuf4s50_1 > inv_1 > ha_1 > mux4_2 > mux4_2 > mux2i_1 > nor3b_1 > a211oi_1 > xnor2_1 > nor3_1 > clkdlybuf4s50_1",
  "grt_pass1_wl_um": 43900,
  "path_max_fanout": 12,
  "portBuffers": 89,
  "yosys_warnings": 1,
  "first_pass_iters": 4,
  "end_kind": "output pin",
  "cp.arrival_ns": 6.06,
  "post-synth-top-count-cell": "ha_1",
  "warnings": 36,
  "numCtsBuffers": 17,
  "die_area_mm2": 0.0241,
  "cp.required_ns": 9.36,
  "clock.fmax_ghz": 0.119,
  "drcViolationCount": 0,
  "max_stage_delay_ns": 0.91,
  "slew_headroom": 0.418,
  "synth_flops": 162,
  "timing.rr.start": "x1b[4]$_DFFE_PP_",
  "grt_max_degree": 57,
  "p_leak_nw": 5.57,
  "nFillCells": 2009,
  "worst-r2r-setup-slack_ns": 7.85,
  "synthArstFlopShare": 0,
  "cp-startpoint": "sat[0]",
  "yosys_area_mm2": 0.0117,
  "cts_tree": "yes",
  "vias_per_cell": 5.57,
  "drt_iter0_drc": 454,
  "setup_viol": 0,
  "place_congestion": 0.839,
  "dp_slack_ns": 3.25,
  "slew_violations": 0,
  "post-place-cells": 1618,
  "period_minus_slack_ns": 8.40,
  "hold_path_class": "flop to flop",
  "yosysTopAreaCell": "dfxtp_1",
  "ant_nets": 0,
  "postCtsHoldBufs": 0,
  "final_util": 0.595,
  "grt.total_usage": 0.234,
  "gr-total-overflow": 0,
  "vdd_drop_max_uv": 101,
  "slowest_stage": "clkdlybuf4s50_1",
  "cts.sinks": 162,
  "crit_path_start_kind": "input port",
  "post_drt_wl_per_cell_um": 15.9,
  "timing.final.ws_setup_ns": 3.30,
  "insertion_delay_ns": 0.43,
  "clk_pin_slew_ns": 0.07,
  "final_cells": 1650,
  "drive_above_1_share": 0.0912,
  "clock_tree.root_cell": "clkbuf_16",
  "fin_crit_sh": 0.718,
  "cts-resized-gates": 0,
  "core_area_mm2": 0.0228,
  "max_cap_violations": 0,
  "ios": 90,
  "r2r_cells": 8,
  "avgSynthCellArea_um2": 9.47,
  "synthTopCellsByArea": "dfxtp_1 (19%), ha_1 (15%), edfxtp_1 (12%), xnor2_1 (5.7%), a21oi_1 (4.6%)",
  "clock_skew_ns": 0.0142,
  "p_per_area_mw_per_mm2": 105,
  "seqCellArea_mm2": 0.00372,
  "antenna_found_initial": 0,
  "tns_ns": 0,
  "place_hpwl_um": 18900,
  "syn_inst": 1239,
  "initial_core_util": 0.513,
  "die_w_um": 155,
  "die_h_um": 155,
  "outcome": "complete, no violations",
  "criticalPathCategory": "input port to output pin",
  "top_area_frac": 0.195,
  "worstSetupEndpoint": "preg",
  "synth_cell_types": 77,
  "yosys-stat-cells": 1239
}
==> power by group <==
part           internal [mW]  switching (mW)
logic                  0.114           0.108
clock network          0.326           0.253
registers              0.602          0.0157
==> worst min path at each step <==
| stage | startpoint | endpoint | slack, ns |
|---|---|---|---|
| final | x2b_en_r$_SDFFE_PP1P_ | x2b_en_r$_SDFFE_PP1P_ | 0.46 |
| after CTS | x2b_en_r$_SDFFE_PP1P_ | x2b_en_r$_SDFFE_PP1P_ | 0.46 |
| after global routing | x2b_en_r$_SDFFE_PP1P_ | x2b_en_r$_SDFFE_PP1P_ | 0.49 |
==> area by class of cell <==
cell class	count	share of cell area
inverters	30	0.00829
repair buffers	109	0.0763
flip-flops and latches	162	0.274
multi-input cells	1004	0.567
well taps	313	0.0288
clock inverters	12	0.00995
clock buffers	20	0.0352
==> sequential cells by signal, indices dropped and copies added (netlist names), 6 cells and up <==
| register | flops |
|---|---|
| sreg | 38 |
| x1a | 12 |
| x1a_cnt | 12 |
| x1b | 12 |
| x1b_cnt | 12 |
| x2a | 12 |
| x2a_cnt | 12 |
| x2b | 12 |
| x2b_cnt | 12 |
| x_cnt | 6 |
| z_cnt | 19 |
==> cells in the final DEF, fill, tap and decap left out, types with 11 or more instances in the layout <==
cell and instances:
o21ai_0 38, mux4_2 11, or3_1 15, nor3_1 32, a211oi_1 11, a21oi_1 107, mux2_2 27, a22o_1 16
inv_1 30, nor2_1 82, clkdlybuf4s50_1 88, edfxtp_1 48, xor2_1 35, nor2b_1 24, nand2_1 117, nand3_1 32
xnor2_1 76, mux2i_1 40, dfxtp_1 114, ha_1 137, buf_4 20, a21o_1 22, clkbuf_16 18
==> critical path, delay by kind of cell <==
| kind | cells | cell delay [ns] |
|---|---|---|
| buf+inv | 3 | 1.55 |
| xor+xnor | 1 | 0.10 |
| compound gates | 1 | 0.25 |
| simple gates | 2 | 0.25 |
| fa+ha+maj | 1 | 0.55 |
| mux | 3 | 1.01 |
==> logic make-up (layout without fill, tap and decap cells) <==
group	after synthesis	count (layout)	share of synthesized area
simple gates	362	362	0.150
compound gates	290	290	0.164
flops	162	162	0.317
fa+ha+maj	143	143	0.156
xor+xnor	111	111	0.0829
mux	98	98	0.104
buf+inv	73	171	0.0264
==> layer usage <==
layer / wire, um / part of all wire / up-vias / GRT usage
met2: 11900 / 0.45 / 129 / 0.378
met5: 0 / 0 / - / 0
met3: 767 / 0.029 / 15 / 0.0272
met1: 13200 / 0.50 / 4308 / 0.359
li1: - / - / 4734 / -
met4: 348 / 0.013 / 0 / 0.0261
==> stage by stage <==
step           power [mW]  cell area, um2
3_5_place_dp        0.854           13000
2_1_floorplan       0.777           11700
4_1_cts              1.44           13600
3_3_place_gp        0.852           13000
6_report             1.42           13600
5_1_grt              1.49           13600
No activity file was given, so power comes from the tool's default toggle rates.
